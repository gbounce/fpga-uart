<file path="design.v">
`timescale 1ns / 1ns
module uart_rx #(
  parameter int CLK_FREQ    = 100E6,
  parameter int NCO_WIDTH   = 16,
  parameter int BAUD_RATE   = 115200,
  parameter int STOP_BITS   = 1,
  parameter bit EVEN_PARITY = 0)  
(
  input  logic       clk,
  input  logic       rst,
  output logic       uart_err,
  output logic       rvld,
  output logic [7:0] rdata,
  input  logic       uart_rx
);
  localparam real CLK_PER     = 1.0/CLK_FREQ;
  localparam real BAUD_PER    = 1.0/(BAUD_RATE*16);
  localparam int  NCO_INCR    = int'(2**NCO_WIDTH / (BAUD_PER / CLK_PER));
  localparam int  NUM_RX_BITS    = (STOP_BITS == 0) ? 9 : 8 + STOP_BITS;
  localparam int  PARITY_BIT_POS = (STOP_BITS == 0) ? 8 : 9;
  (* ASYNC_REG = "TRUE" *) logic [1:0] uart_rx_sync_sr;
  logic uart_rx_sync;
  logic [7:0] start_bit_det_sr;
  logic       start_bit_det;
  logic [NCO_WIDTH-1:0] nco_accum;
  logic                 baud_rx_en;
  logic [3:0]           center_sample_cnt;
  logic [3:0]           bit_cnt;
  logic                 bit_vld;
  logic                 busy;
  logic [8+STOP_BITS:0] rdata_sr;
  logic                 calc_parity;
  logic [7:0]           rdata_tmp;
  always_ff @(posedge clk) begin
    if (rst) begin
      baud_rx_en <= 1'b0;
      nco_accum  <= '0;
    end else begin
      {baud_rx_en, nco_accum} <= nco_accum + NCO_INCR;
    end
  end
  always_ff @(posedge clk) begin
    uart_rx_sync_sr <= {uart_rx_sync_sr[0], uart_rx};
  end
  assign uart_rx_sync = uart_rx_sync_sr[1];
  always_ff @(posedge clk) begin
    if (rst) begin
      start_bit_det_sr <= '1;
    end else if (busy) begin
      start_bit_det_sr <= '1;
    end else if (baud_rx_en) begin
      start_bit_det_sr <= {start_bit_det_sr[6:0], uart_rx_sync};
    end
  end
  assign start_bit_det = ~|start_bit_det_sr;
  always_ff @(posedge clk) begin
    if (rst) begin
      busy <= 1'b0;
    end else begin
      if (start_bit_det) begin
        busy <= 1'b1;
      end else if (bit_vld && bit_cnt == NUM_RX_BITS) begin
        busy <= 1'b0;
      end
    end
  end
  always_ff @(posedge clk) begin
    if (rst) begin
      center_sample_cnt <= '0;
      bit_vld           <= 1'b0;
    end else if (baud_rx_en) begin
      bit_vld           <= 1'b0;
      center_sample_cnt <= '0;
      if (busy) begin
        if (center_sample_cnt < NCO_WIDTH-1) begin
          center_sample_cnt <= center_sample_cnt + 1;
        end else begin
          center_sample_cnt <= '0;
          bit_vld           <= 1'b1;
        end
      end
    end
  end
  always_ff @(posedge clk) begin
    if (rst) begin
      bit_cnt  <= '0;
      rvld     <= 1'b0;
      uart_err <= 1'b0;
    end else begin
      rvld     <= 1'b0;
      uart_err <= 1'b0;
      if (baud_rx_en && bit_vld) begin
        if (bit_cnt < NUM_RX_BITS) begin
          bit_cnt <= bit_cnt + 1;
        end else begin
          bit_cnt <= '0;
          if (uart_rx_sync && rdata_sr[PARITY_BIT_POS] == calc_parity) begin
            rvld <= 1'b1;
          end else begin
            uart_err <= 1'b1;
          end
        end
      end
    end
  end
  always_ff @(posedge clk) begin
    if (baud_rx_en && bit_vld && bit_cnt < NUM_RX_BITS) begin
      rdata_sr <= {uart_rx_sync, rdata_sr[$size(rdata_sr)-1:1]};
    end
  end
  assign rdata_tmp   = (STOP_BITS != 0) ?
                       rdata_sr[$size(rdata_sr)-1-STOP_BITS:1] :
                       rdata_sr[$size(rdata_sr)-2:0];
  assign calc_parity = EVEN_PARITY ? ^rdata_tmp : ~^rdata_tmp;
  always_ff @(posedge clk) begin
    if (rst) begin
      rdata <= '0;
    end else begin
      rdata <= rdata_tmp;
    end
  end
endmodule
</file>
<file path="run.sh">
#!/bin/bash
# OpenROAD 26Q1-2900-gdf79404cd8, Yosys 0.63+post, stock flow scripts
make -C /OpenROAD-flow-scripts/flow DESIGN_CONFIG=/design/flow/config.mk WORK_HOME=/design/flow/orfs finish
</file>
<file path="config.mk">
export PLATFORM = sky130hd
export DESIGN_NAME = uart_rx
export DESIGN_NICKNAME = uart_rx
export VERILOG_FILES = /design/flow/design.v
export SDC_FILE = /design/flow/constraint.sdc
export NUM_CORES = 4
export LEC_CHECK = 1
export CORE_UTILIZATION = 40
export SYNTH_HDL_FRONTEND = slang
</file>
<file path="constraint.sdc">
current_design uart_rx

set clk_period 3.7
set clk_io_pct 0.2

create_clock -name clk0 -period $clk_period [get_ports {clk}]

set non_clock_inputs [all_inputs -no_clocks]
set_input_delay [expr $clk_period * $clk_io_pct] -clock clk0 $non_clock_inputs
set_output_delay [expr $clk_period * $clk_io_pct] -clock clk0 [all_outputs]
</file>
==> results.ini <==
[die]
die_area_um2 = 5340
die_h_um = 73.1
dieWidth_um = 73.1
floorplan.core_util_pct = 42.2
core_area_um2 = 4790
num_io_pins = 13
num_rows = 25

[global_route]
grt_max_degree = 23
grt_use_total_pct = 13.0
antenna_found_initial = 0
grt_pass1_vias = 1267
grt.overflow.total = 0
grt_pass1_wl_um = 5310

[yosys]
async_flop_share_pct = 0
syn-cell-area_um2 = 2020
edf_count = 9
synth_flops = 53
synth_top_area_share_pct = 43.6
synth_area_per_cell_um2 = 10.7
netlist_instances = 189
ys_seq_share_pct = 57.0
ys_warn_count = 0
yosys_area_um2 = 2020
largest_area_cell = dfxtp_1
synth-main-ff-cell = dfxtp_1
top_cells_by_area = dfxtp_1 (44%), edfxtp_1 (13%), mux2i_1 (5.0%), nor2_1 (3.3%), ha_1 (3.1%)
ys_cells = 189
synth.distinct_cells = 40

[worst_hold_path]
hold_path_class = flip-flop to flip-flop

[sta]
relSlewSlack_pct = 41.2
setup_viol = 0
skew_ns = 0.00801
post-route-min-period_ns = 2.03
max_freq_ghz = 0.491
setup_tns_ns = 0
rsz0062_at_grt = false
worst_pin_slew_ns = 0.880
whs_ns = 0.336
fin_crit_sh_pct = 55.0
slew_viol_final = 0
hold_viol = 0

[power_and_ir_drop]
ir_drop_v = 0.000245
power-per-cell-area_nw_per_um2 = 483
finalPower_mw = 1.14
p_leak_nw = 0.858

[final_layout]
nFillCells = 415
area_growth_pct = 16.5
logic_area_um2 = 820
drive_above_1_share_pct = 6.34
fin_util_pct = 49.2
flop_area_um2 = 1150

[place]
hpwl_um = 2090
io_buffer_count = 12
gp_congestion = 0.829

[route]
dr.first_iter.drc_count = 47
vias = 1317
diodes = 0
ant_nets = 0
drc = 0
wl_per_cell_um = 11.2
routed_via_density = 4.84
routed_wl_um = 3040
dr.pass1.iters = 4

[worst_setup_path]
path_max_fanout = 22
crit_slowest_cell = dfxtp_1
crit_type = flip-flop to flip-flop
cp-end-kind = flip-flop
startpoint_type = flip-flop
required_ns = 3.71
crit_buf_inv = 1
crit_arrival_ns = 2.05
max_stage_delay_ns = 0.91
path_cells = nand2_1 > a21oi_1 > buf_4
crit_family = flip-flops

[clock_tree]
cts_hold_buf = 0
cts_max_level = 2
cts_buffer_depth = 2
cts_resized = 0
post_cts_buffers = 0
path_clk_slew_ns = 0.09
clk_root_buffer_cell = clkbuf_8
clock_sinks = 53
cts_buffers = 5
cts_tree = done
clock_latency_ns = 0.30

[run]
cap_violations = 0
warning_count = 27

[run_status]
status = finished, final reports clean

==> placed cells by master (no fill, tap or decap), types with 2 or more instances in the layout <==
| cell type | n |
|---|---|
| clkbuf_8 | 5 |
| ha_1 | 5 |
| bufinv_16 | 2 |
| dfxtp_1 | 44 |
| nor2b_1 | 9 |
| o21ai_0 | 3 |
| nor2_1 | 18 |
| nand3_1 | 9 |
| or3_1 | 2 |
| edfxtp_1 | 9 |
| nand2b_1 | 5 |
| nand2_1 | 14 |
| xor2_1 | 6 |
| mux2i_1 | 10 |
| a21oi_1 | 11 |
| nor4_1 | 2 |
| a22oi_1 | 2 |
| xnor2_1 | 5 |
| inv_1 | 7 |
| o21ai_1 | 2 |
| clkdlybuf4s50_1 | 12 |
| buf_4 | 2 |
==> per-layer routing <==
metal	routed length (um)	GRT usage, %	vias up	share of wire [%]
met5	0	0	-	0
met4	53	2.18	0	1.7
met3	143	3.78	6	4.7
met2	1340	22.0	30	44
met1	1510	17.1	605	50
li1	-	-	676	-
==> cells by family after synthesis <==
group | after synthesis | share of synthesized area, %
AND-OR/OR-AND | 24 | 6.94
XOR/XNOR | 13 | 6.69
adder cells (fa/ha/maj) | 5 | 3.10
buffers and inverters | 13 | 2.48
flip-flops | 53 | 57.0
multiplexers | 11 | 5.51
AND/OR/NAND/NOR | 70 | 18.3
==> power by group <==
group          internal, mW  switching, mW
logic                0.0290         0.0306
registers             0.604         0.0182
clock network         0.272          0.182
total                 0.905          0.231
==> Yosys cell counts, types with 2 or more instances <==
cell type and instances:
nor2b_1 9, ha_1 5, xnor2_1 5, nand2_1 14
dfxtp_1 44, nor4_1 2, nor2_1 18, nand3_1 9
clkbuf_1 5, edfxtp_1 9, or3_1 2, o21ai_0 3
inv_1 7, nand2b_1 5, xor2_1 6, a22oi_1 2
o21ai_1 2, mux2i_1 10, a21oi_1 11
==> area by class of cell <==
type                       instances  share of cell area [%]
inverter                           7                    1.12
sequential                        53                    48.9
timing repair buffer              14                    5.74
clock inverter                     3                    2.92
multi-input combinational        123                    34.8
tap                               67                    3.56
clock buffer                       5                    2.92
==> state kept, by name, summed over array words and instances, names as in the netlist <==
| signal | count |
|---|---|
| rdata_sr | 9 |
| rdata | 8 |
| rvld | 1 |
| bit_cnt | 4 |
| bit_vld | 1 |
| uart_rx_sync_sr | 2 |
| center_sample_cnt | 4 |
| start_bit_det_sr | 8 |
| baud_rx_en | 1 |
| uart_err | 1 |
| nco_accum | 13 |
| busy | 1 |
==> path summary, 6_finish.rpt <==
| path | startpoint | to | slack [ns] | cells after the start |
|---|---|---|---|---|
| max reg2reg | baud_rx_en | rdata_sr[4] | 1.67 | 3 |
| min | uart_rx_sync_sr[0] | uart_rx_sync_sr[1] | 0.34 | 0 |
| max | baud_rx_en | rdata_sr[4] | 1.67 | 3 |
| min reg2reg | uart_rx_sync_sr[0] | uart_rx_sync_sr[1] | 0.34 | 0 |
==> per-stage QoR <==
step / std cells / worst slack [ns] / cell area (um^2)
finish: 272 / 1.67 / 2350
global route: 272 / 1.54 / 2350
CTS: 272 / 1.69 / 2350
detailed placement: 264 / 1.45 / 2220
global placement: 264 / 1.50 / 2220
floorplan: 189 / 2.09 / 2020
Power and IR drop assume default switching activity.
