### /design/flow/run.sh
#!/bin/bash
# OpenROAD 26Q1-2900-gdf79404cd8, Yosys 0.63+post, stock flow scripts
make -C /OpenROAD-flow-scripts/flow DESIGN_CONFIG=/design/flow/config.mk WORK_HOME=/design/flow/orfs finish
### /design/flow/config.mk
export PLATFORM = sky130hd
export DESIGN_NAME = uart_tx
export DESIGN_NICKNAME = uart_tx
export VERILOG_FILES = /design/flow/design.v
export SDC_FILE = /design/flow/constraint.sdc
export NUM_CORES = 4
export LEC_CHECK = 1
export CORE_AREA = 10 10 103 103
export DIE_AREA = 0 0 113 113
export SYNTH_HDL_FRONTEND = slang
### /design/flow/constraint.sdc
current_design uart_tx

set clk_period 3.3
set clk_io_pct 0.2

create_clock -name clk0 -period $clk_period [get_ports {clk}]

set non_clock_inputs [all_inputs -no_clocks]
set_input_delay [expr $clk_period * $clk_io_pct] -clock clk0 $non_clock_inputs
set_output_delay [expr $clk_period * $clk_io_pct] -clock clk0 [all_outputs]
### /design/flow/design.v
`timescale 1ns / 1ns
module uart_tx #(
  parameter int CLK_FREQ    = 100E6,
  parameter int NCO_WIDTH   = 16,
  parameter int BAUD_RATE   = 115200,
  parameter int STOP_BITS   = 1,
  parameter bit EVEN_PARITY = 0)  
(
  input  logic       clk,
  input  logic       rst,
  input  logic       dvld,
  input  logic [7:0] data,
  output logic       ready,
  output logic       overflow,
  output logic       uart_tx
);
  localparam real CLK_PER  = 1.0/CLK_FREQ;
  localparam real BAUD_PER = 1.0/(BAUD_RATE);
  localparam int  NCO_INCR = int'(2**NCO_WIDTH / (BAUD_PER / CLK_PER));
  logic [NCO_WIDTH-1:0] nco_accum = '0;
  logic                 baud_tx_en;
  logic [3:0]           dcnt;
  logic                 start_tx;
  logic [8+STOP_BITS:0] rdata_sr;
  logic                 calc_parity;
  logic dvld_q, dvld_q2;
  logic [9:0]           data_q;  
  logic                 parity;
  logic                 clr_ready;
  always_ff @(posedge clk) begin
    if (rst) begin
      overflow <= 1'b0;
    end else begin
      overflow <= 1'b0;
      if (dvld && !ready) overflow <= 1'b1;
    end
  end
  always_ff @(posedge clk) begin
    if (dvld && ready) begin
      data_q[8:1] <= data;
      data_q[0]   <= 1'b0;
    end else if (dvld_q) begin
      data_q[9] <= EVEN_PARITY ? ^data_q[8:1] : ~^data_q[8:1];
    end else if (baud_tx_en && dcnt != 0) begin
      data_q <= data_q >> 1;
    end
  end
  always_ff @(posedge clk) begin
    dvld_q  <= dvld;
    dvld_q2 <= dvld_q;
  end
  always_ff @(posedge clk) begin
    if (rst) begin
      baud_tx_en <= 1'b0;
      nco_accum  <= '0;
    end else begin
      {baud_tx_en, nco_accum} <= nco_accum + NCO_INCR;
    end
  end
  always_ff @(posedge clk) begin
    if (rst) begin
      ready <= 1'b1;
    end else begin
      if (dvld) begin
        ready <= 1'b0;
      end else if (dcnt == 0 && baud_tx_en && clr_ready) begin
        ready <= 1'b1;
      end
    end
  end
  always_ff @(posedge clk) begin
    if (rst) begin
      start_tx <= 1'b0;
    end else begin
      if (dvld_q) start_tx <= 1'b1;
      else if (baud_tx_en) start_tx <= 1'b0;
    end
  end
  always_ff @(posedge clk) begin
    if (rst) begin
      dcnt      <= '0;
      uart_tx   <= 1'b1;
      clr_ready <= 1'b0;
    end else if (baud_tx_en) begin
      clr_ready <= 1'b0;
      if (start_tx) begin
        dcnt <= 9 + STOP_BITS;
      end else if (dcnt != 0) begin
        dcnt <= dcnt - 1'b1;
        if (dcnt == 1) clr_ready <= 1'b1;
      end
      uart_tx <= 1'b1;
      if (dcnt != 0) begin
        uart_tx <= data_q[0];
      end
    end
  end
endmodule
==> flow_summary.yaml <==
# flow metrics
detailed_routing:
  drtAntennaViolNets: 0
  antenna_cells: 0
  drt_pass1_iterations: 4
  initialDrtViolationCount: 54
  wl_per_cell_um: 10.0
  viasPerCell: 4.05
  drc: 0
  vias: 1226
  finalWirelength_um: 3040
synth:
  ys_cells: 181
  most_common_cell: "dfxtp_1"
  yosys.area.top_type: "dfxtp_1"
  synth_flops: 37
  avgSynthCellArea_um2: 9.45
  ys.flop_type: "dfxtp_1"
  synth_area_um2: 1710
  ys_seq_share: 0.486
  synth_cells: 181
  yosys_area_um2: 1710
  ys_top_cells_by_count: "28 x dfxtp_1, 24 x nand2_1, 22 x nor2_1, 13 x xnor2_1"
  synthArstFlopShare: 0
  top_cell_area_share: 0.328
  ys_warn_count: 0
  top_cells_by_area: "dfxtp_1 33%, edfxtp_1 16%, xnor2_1 6.7%"
  ys_types: 41
  edf_count: 9
timing:
  final_period_minus_worst_setup_slack_ns: 1.83
  slew_violations: 0
  setup_slack_ns: 1.47
  rsz0062_at_grt: "false"
  hold_viol_final: 0
  setup_violations: 0
  fin_crit_sh: 0.555
  tns_ns: 0
  tightest_slew_ns: 0.511
  relSlewSlack: 0.657
  fmax_ghz: 0.546
  clock_skew_ns: 0.00735
run:
  cap_violations: 0
  warnings: 27
run_status:
  status: "completed"
power_and_ir_drop:
  peakVddDrop_v: 0.000145
  p_seq_frac: 0.546
  power.share.switching: 0.243
  comb_power_share: 0.117
  p_switching_mw: 0.232
  p_per_area_nw_per_um2: 465
  total_power_mw: 0.951
  clkPwrFrac: 0.337
  p_int_mw: 0.720
  power.leakage_nw: 0.733
critical_path:
  start_kind: "flop"
  critPathKind: "reg2out"
  crit_cells: 1
  cpLargestDelayFamily: "buffers and inverters"
  crit_required_ns: 2.64
  r2r_cells: 5
  r2r-start: "dcnt[0]"
  crit_slowest_cell: "clkdlybuf4s50_1"
  critical_path.max_stage_delay_ns: 0.49
  path_cells: "clkdlybuf4s50_1"
  cp-startpoint: "ready"
  cp_max_fo: 5
  rrSetupSlack_ns: 1.47
  endpoint: "ready"
  rr_endpoint: "data_q[2]"
  end_kind: "primary output"
  crit_arrival_ns: 1.17
  cp_num_buf_inv: 1
grt:
  grt_overflow: 0
  grt_max_degree: 32
  grtUsageTotal: 0.0490
  grt_antenna_before_repair: 0
  grt_pass1_wl_um: 5460
  grt_pass1_vias: 1195
placement:
  hpwl_um: 2130
  post_dp_cell_area_um2: 1960
  io_buffers: 13
  dp_slack_ns: 1.25
  gp_congestion: 0.808
floorplanning:
  dieArea_um2: 12800
  die_w_um: 113
  die_y_um: 113
  ios: 14
  core_area_um2: 8300
  num_rows: 33
  fp_util: 0.206
finish:
  area_growth_pct: 19.8
  seqCellArea_um2: 831
  comb_area_um2: 828
  final_core_util: 0.247
  drive_above_1_share: 0.0960
  nFillCells: 894
  design_area_um2: 2050
clock_network:
  ctsHoldBuffers: 0
  post_cts_buffers: 0
  cts_tree: "done"
  ctsResizeCount: 0
  clkTransAtPathRegs_ns: 0.06
  insertion_delay_ns: 0.28
  cts.path.max_buffers: 2
  ctsRootBufferMaster: "clkbuf_8"
  cts_max_level: 2
  cts_sinks: 37
  cts_buffers: 5
hold_path:
  hold_class: "reg2reg"
-- through the flow --
step / cells / hold slack, ns
2_1_floorplan: 181 / 0.414
3_3_place_gp: 295 / 0.426
3_5_place_dp: 295 / 0.433
4_1_cts: 303 / 0.447
5_1_grt: 303 / 0.487
6_report: 303 / 0.446
-- logic make-up after synthesis --
kind of cell               Yosys count  share of synthesized area
AOI/OAI and AO/OA                   32                      0.122
xor gates and xnor gates            17                     0.0871
adders and majority gates            4                     0.0293
buffers and inverters               13                     0.0300
DFF                                 37                      0.486
muxes                                6                     0.0388
and+or+nand+nor                     72                      0.207
-- cell type report --
class                           count  share of cell area
Sequential cell                    37               0.406
Multi-Input combinational cell    131               0.404
Timing Repair Buffer               14              0.0672
Tap cell                          105              0.0641
Clock buffer                        8              0.0440
Inverter                            8              0.0147
-- layer usage --
layer  GRT usage  routed length (um)  up-vias
li1            -                   -      648
met1      0.0729                1670      554
met2      0.0672                1130       19
met3      0.0182                 203        5
met4     0.00761                  43        0
met5           0                   0        -
-- flip-flops by register name (all words and copies together) (netlist names) --
name        count
baud_tx_en      1
clr_ready       1
data_q         10
dcnt            4
dvld_q          1
nco_accum      16
overflow        1
ready           1
start_tx        1
uart_tx         1
-- how the worst min path moves through the flow --
stage            start            to  cells past startpoint
5_1_grt   nco_accum[0]  nco_accum[0]                      1
6_report  nco_accum[0]  nco_accum[0]                      1
4_1_cts   nco_accum[0]  nco_accum[0]                      1
-- placed cells by master, fill, tap and decap left out, types with 5 or more instances in the layout --
cell type,instances
nor2b_1,6
clkdlybuf4s50_1,13
inv_1,8
a21oi_1,8
nor2_1,22
nand4_1,5
xnor2_1,13
clkbuf_8,6
dfxtp_1,28
nand2_1,24
o21ai_0,9
edfxtp_1,9
-- power by group through the flow --
stage                 registers, mW  logic [mW]  clock network (mW)
after CTS                     0.519       0.112               0.331
after global routing          0.524       0.125               0.355
final                         0.519       0.111               0.321
Power is estimated from default activity; no workload was simulated.
